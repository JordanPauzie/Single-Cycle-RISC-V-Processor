==> flow/design.v <==
`timescale 1ns / 1ps
module alu(a, b, s, f, take_branch, ovf);
    input logic[15:0] a, b;
    input logic[3:0] s;
    output logic take_branch, ovf;
    output logic[15:0] f;
    always_comb begin
        case(s)
            4'b0000: begin
                f = a + b;
                ovf = (a[15] == b[15] && f[15] != a[15]);
                take_branch = 0;
            end
            4'b0001: begin
                f = ~b;
                ovf = 0;
                take_branch = 0;
            end
            4'b0010: begin
                f = a & b;
                ovf = 0;
                take_branch = 0;
            end                
            4'b0011: begin
                f = a | b;
                ovf = 0;
                take_branch = 0;
            end
            4'b0100: begin
                f = $signed (a) >>> b;
                ovf = 0;
                take_branch = 0;
            end
            4'b0101: begin
                f = a << b;
                ovf = 0;
                take_branch = 0;
            end 
            4'b0110: begin
                f = 0;
                ovf = 0;
                take_branch = (a == 0);
            end 
            4'b0111: begin
                f = 0;
                ovf = 0;
                take_branch = (a != 0);
            end  
            4'b1000: begin
                f = a ^ b;
                ovf = 0;
                take_branch = 0;
            end  
            default: begin
                f = 0;
                ovf = 0;
                take_branch = 0; 
            end
        endcase
    end
endmodule
==> flow/run.sh <==
#!/bin/bash
# OpenROAD 26Q1-2900-gdf79404cd8, Yosys 0.63+post, stock flow scripts
make -C /OpenROAD-flow-scripts/flow DESIGN_CONFIG=/design/flow/config.mk WORK_HOME=/design/flow/orfs finish
==> flow/config.mk <==
export PLATFORM = sky130hd
export DESIGN_NAME = alu
export DESIGN_NICKNAME = alu
export VERILOG_FILES = /design/flow/design.v
export SDC_FILE = /design/flow/constraint.sdc
export NUM_CORES = 4
export LEC_CHECK = 1
export CORE_UTILIZATION = 40
==> flow/constraint.sdc <==
current_design alu

set clk_period 9.6
set clk_io_pct 0.2

create_clock -name clk0 -period $clk_period

set non_clock_inputs [all_inputs -no_clocks]
set_input_delay [expr $clk_period * $clk_io_pct] -clock clk0 $non_clock_inputs
set_output_delay [expr $clk_period * $clk_io_pct] -clock clk0 [all_outputs]
==> out/metrics.yaml <==
critical_path.endpoint_type: "output pin"
slew_headroom: 0.3813
placed_standard_cell_area_sq_um: 4076
critPathKind: "in2out"
seq_cells: 0
fmaxAchievable_mhz: 135.6
post-cts-setup-buffer-count: 0
required_ps: 7680
synth_stat.cells: 500
log.warning_count: 48
critical_path_cell_count: 10
ioPinCount: 54
power_density_nw_per_um2: 48.17
numPortBuffers: 54
critical_path_most_common_cell: "sky130_fd_sc_hd__clkdlybuf4s50_1"
routed_via_density: 6.655
post_synth_instance_area_sq_um: 3482
synth-seq-area-share: 0
grt.busiest_layer: "met2"
syn_to_final_growth_pct: 17.07
finalClockPeriodUsage: 0.7680
filler_cell_count: 861
min_from: "b[15]"
critical-path-max-stage-delay_ps: 870
fp_util: 0.4175
yosys-stat-area_sq_um: 3482
dp_hpwl_um: 11550
critical_path.startpoint: "b[3]"
synthesis.yosys.warnings: 1
tightestPinTransition_ps: 920.2
timing.critical_path.arrival_ps: 5450
total_congestion_overflow_after_global_routing: 0
netlist_top_cells_count: "44 x sky130_fd_sc_hd__nor2_1, 41 x sky130_fd_sc_hd__a21oi_1, 41 x sky130_fd_sc_hd__inv_1"
wl_per_cell_um: 23.63
irDropWorstVdd_mv: 0.03449
yosys.cell_types.count: 65
cts.repair.resized: 0
power_leakage_uw: 0.001625
finalWirelength_um: 15010
setup_repair_after_global_routing_missed_its_margin: "false"
largest_cells_by_area_after_synthesis: "sky130_fd_sc_hd__ha_1 11%, sky130_fd_sc_hd__mux4_2 11%, sky130_fd_sc_hd__mux2i_1 8.9%"
crit_path_max_fanout: 15
row_count: 33
worst-path-buf-inv: 3
detailedRoute.firstIterationViolations: 386
path_delay_family: "buffers and inverters"
finalInstanceArea_sq_um: 4076
largest_area_cell: "sky130_fd_sc_hd__ha_1"
first_global_vias: 3769
maxCapViolations: 0
grt_antenna_before_repair: 0
outcome: "finished, final reports clean"
mean_instance_size_in_the_synthesized_netlist_sq_um: 6.964
worst_path_max_delay_cell: "sky130_fd_sc_hd__clkdlybuf4s50_1"
die_width_um: 95.30
number_of_nets_with_antenna_violations_after_detailed_routing: 0
synth_cells: 500
drive_above_1_share: 0.08302
track_usage: 0.3442
chipHeight_um: 95.30
grt_use_met1: 0.5145
setup-violations-final: 0
post-route-drc-count: 0
vias: 4226
gp_congestion: 0.9841
critical_path.cell_chain: "clkdlybuf4s50_1 > inv_1 > ha_1 > a21o_1 > a211oi_1 > a211o_1 > a41oi_1 > o21ai_0 > nor4b_1 > clkdlybuf4s50_1"
maximum_number_of_pins_on_one_net_before_global_route_repair: 42
hold_slack_ps: 5076
post-synth-top-area-fraction: 0.1150
period_minus_slack_ps: 7373
start_kind: "primary input"
clock_buffers: 0
post-synth-top-count-cell: "sky130_fd_sc_hd__nor2_1"
num_antenna_cells: 0
timing.critical_path.to: "ovf"
floorplan.core_area_sq_um: 8341
number_of_detailed_routing_iterations_run_before_antenna_repair: 5
hold_violation_count_in_the_final_report: 0
fin_cells: 635
globalRouteMet2Util: 0.5286
hold_path.class: "in2out"
dieArea_sq_um: 9082
wire_length_of_the_first_global_routing_pass_um: 22490
final-max-slew-violation-count: 0
register_area_sq_um: 0
setup-tns-final_ps: 0
post_cts_hold_buffer_count: 0
placed_cells: 635
globalRouteMet3Util: 0.06650
cells in the final DEF, fill, tap and decap left out, types with 5 or more instances in the layout:
cell type                         instances
sky130_fd_sc_hd__o21ai_0                 30
sky130_fd_sc_hd__clkdlybuf4s50_1         52
sky130_fd_sc_hd__o211ai_1                 7
sky130_fd_sc_hd__o21a_1                   8
sky130_fd_sc_hd__a22oi_1                  9
sky130_fd_sc_hd__nor4_1                   8
sky130_fd_sc_hd__nor2b_1                  9
sky130_fd_sc_hd__mux2i_1                 31
sky130_fd_sc_hd__a211oi_1                12
sky130_fd_sc_hd__nor3_1                  19
sky130_fd_sc_hd__ha_1                    32
sky130_fd_sc_hd__nand2_1                 36
sky130_fd_sc_hd__nand3_1                 10
sky130_fd_sc_hd__a31oi_1                  7
sky130_fd_sc_hd__a21oi_1                 41
sky130_fd_sc_hd__a21o_1                   5
sky130_fd_sc_hd__buf_4                   11
sky130_fd_sc_hd__nor2_1                  44
sky130_fd_sc_hd__xnor2_1                  6
sky130_fd_sc_hd__mux4_2                  17
sky130_fd_sc_hd__inv_1                   41
sky130_fd_sc_hd__o22ai_1                  5
through the flow:
step / util / power, uW / setup WS, ps
detailed placement: 0.4887 / 190.9 / 2296
CTS: 0.4887 / 192.2 / 2311
floorplan: - / 117.5 / 3597
global route: 0.4887 / 211.3 / 2012
finish: 0.4887 / 196.4 / 2227
global placement: 0.4887 / 192.2 / 2360
metal layers:
layer  up-vias  wire length, um
li1       1958                -
met1      1993             6600
met2       253             6503
met5         -                0
met3        22             1606
met4         0              297
area by class of cell:
cell class	instances	area [sq um]	area share
repair buffers	65	613.1	0.1504
multi-input cells	422	3171	0.7778
inverters	43	161.4	0.03959
well taps	105	131.4	0.03223
tightest hold or removal path: cells and delay by family:
family                   cells  cell delay [ps]
adder cells (fa/ha/maj)      1              220
buffers and inverters        3              940
AND/OR/NAND/NOR              1               80
power by group:
part | switching, uW | internal, uW
sequential | 0 | 0
combinational | 112 | 84.6
clock | 0 | 0
logic make-up after synthesis:
family,Yosys count,synth area share
buf+inv,78,0.08947
simple gates,157,0.2275
compound gates,170,0.3252
xor+xnor,10,0.02515
fa+ha+maj,33,0.1207
mux,52,0.2120
worst min-delay path by stage:
stage         cells past startpoint   to  slack [ps]
finish                            5  ovf        5080
global route                      5  ovf        5160
CTS                               5  ovf        5080
Power and IR drop assume default switching activity.
