`./config.mk`:
```
export PLATFORM = sky130hd
export DESIGN_NAME = TwoToOneMux
export DESIGN_NICKNAME = TwoToOneMux
export VERILOG_FILES = /design/flow/design.v
export SDC_FILE = /design/flow/constraint.sdc
export NUM_CORES = 4
export LEC_CHECK = 1
export CORE_AREA = 10 10 70 70
export DIE_AREA = 0 0 80 80
```
`./constraint.sdc`:
```
current_design TwoToOneMux

set clk_period 1.0
set clk_io_pct 0.2

create_clock -name clk0 -period $clk_period

set non_clock_inputs [all_inputs -no_clocks]
set_input_delay [expr $clk_period * $clk_io_pct] -clock clk0 $non_clock_inputs
set_output_delay [expr $clk_period * $clk_io_pct] -clock clk0 [all_outputs]
```
`./design.v`:
```
`timescale 1ns / 1ps
module TwoToOneMux(a,b,sel_mux,out);
    input logic sel_mux;
    input logic [15:0] a;
    input logic [15:0] b;
    output logic [15:0] out;
    always_comb begin 
        case (sel_mux)
             1'b0 : out = a;
             1'b1 : out = b;
        endcase 
    end
endmodule
```
`./run.sh`:
```
#!/bin/bash
# OpenROAD 26Q1-2900-gdf79404cd8, Yosys 0.63+post, stock flow scripts
make -C /OpenROAD-flow-scripts/flow DESIGN_CONFIG=/design/flow/config.mk WORK_HOME=/design/flow/orfs finish
```
==> changes_impl.md <==
### Metrics

* Fillers at 374
* Row Count at 21
* Die Y at 80 um
* Maxcap violations at 0
* Critical Path Max Stage Delay at 0.30 ns
* Place WS at -0.8529 ns
* Core area at 0.003416 mm2
* Initial antenna violation count at 0
* Slowest-stage cell, CP: mux2_4
* Syn Inst Count at 18
* Power Density at 378.8 mW/mm2
* Setup-failing EPs final at 16
* Setup TNS at -0.8165 ns
* Placed Cells at 112
* Hold Slack at just under 0.8 ns
* Met1 usage at 6.394%
* Drt total wl at ~1.4 mm
* Crit-path max FO at 8
* Seq share, synth at 0%
* Final Max Slew Viols at 0
* Number of cells in Yosys stat at 18
* Routed len/inst at ~12 um
* Global Route met2 Usage at under 10%
* Setup Crit Path Kind: in2out
* Most frequently placed logic cell in the final layout: dlygate4sd2_1
* Fmax at 946.6 MHz
* Peak supply drop at around 0.15 mV
* Buffers on Ports at 49
* Flops at 0
* Ratio of cells with drive above 1 in the final layout at about 52%
* Gpl congestion at between 0.8 and 0.9
* Overall routing resource usage at 4.202%
* DP Wirelength at around 1.2 mm
* Fin worst setup slack at -0.05644 ns
* Required time worst endpoint at 0.80 ns
* Clk_buf instances at 0
* Tcrit/Tclk final at 105.6%
* Largest net degree at the start of global routing at 9
* Log Warnings at 34
* Fin crit period at 1.056 ns
* DRT Pass-1 Iters at 2
* Post-synthesis instance area at 249.0 um2
* Post-Syn Area per Cell at 13.83 um2
* Fin. Hold Viols at 0
* Crit. End Element: primary output
* Pwr Total at around 300 uW
* Hold buffers post-CTS at 0
* Startpoint Class: primary input
* Die Span X at 80 um
* Io pins at between 40 and 50
* Area Overhead vs Synth at 219.1%
* Worst-margin pin slew at 0.07103 ns
* Comb area at 240.2 um2
* Top Usage Layer GRT: met1
* First-pass GRT wire length at 2.187 mm
* Postcts setup bufs at 0
* Area reported by Yosys stat at 249.0 um2
* M3 GR Usage at under 10%
* Congestion Overflow GR at 0
* Synth warnings at 1
* CP Cell Sequence: buf_12, buf_12, mux2_4, buf_6
* Failing checks: negative setup slack
* Worst min-delay path category: in2out
* Diodes inserted at 0
* Sequential Area at 0 um2
* Critical path data arrival time at 0.86 ns
* Leakage at roughly 0.00042 uW
* Unique cell type count in the Yosys netlist at 4
* Routed Antenna Nets at 0
* Critical path's top delay family: buffers and inverters
* Starting density of the core at 7.289%
* Most frequent cell on the critical path: buf_12
* Most frequent cells in the layout: dlygate4sd2_1, mux2_4, buf_6
* Slew headroom at 95.27%
* CP bufs+invs at 3
* Non-Filler Instances at 113
* DR vias at around 360
* Vias in the first global route at 430
* Post-route DRC at 0
* RSZ-0062 raised after global routing: true
* Status: finished, violations left
* Iteration-0 DRC Markers at 2
* Die ar. at 0.006400 mm2
* Vias/cell at 3.177
tightest hold or removal path, delay by kind of cell:
family	cells	cell delay, ns
buf+inv	2	0.27
mux	1	0.12
kinds of logic after synthesis:
family	after synthesis	share of synthesized area, %
buffers and inverters	2	12.56
multiplexers	16	87.43
final timing paths:
path | from | to | slack (ns) | cells after the start
worst max-delay path | sel_mux | out[14] | -0.06 | 4
worst min-delay path | a[5] | out[5] | 0.79 | 3
what timing repair did:
| item | in CTS | in global routing |
|---|---|---|
| gates resized | 102 | 5 |
| setup endpoints to repair | 16 | 16 |
| cloned | 1 | 0 |
through the flow:
step	area, um2	util [%]
after floorplan	249.0	-
after global placement	785.8	23.00
after detailed placement	785.8	23.00
after CTS	763.2	22.34
after global routing	794.5	23.26
final	794.5	23.26
power breakdown:
group | switching [uW] | internal, uW | total (uW)
Sequential | 0 | 0 | 0
Combinational | 67.4 | 234 | 301
Clock | 0 | 0 | 0
cell usage after synthesis (all sizes together):
master,number,share of area [%]
buf,2,13
mux2,16,87
final cells by class:
| class | instances | share of cell area [%] |
|---|---|---|
| Multi-Input combinational cell | 16 | 30.24 |
| Timing Repair Buffer | 51 | 62.52 |
| Tap cell | 46 | 7.244 |
per-layer routing:
metal / vias to the layer above / share of wire, %
met5: - / 0
met4: 0 / 0
met3: 0 / 23
met2: 49 / 24
met1: 143 / 53
li1: 167 / -
Power and IR drop assume default switching activity.
