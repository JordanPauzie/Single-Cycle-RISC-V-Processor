===== /design/flow/config.mk =====
export PLATFORM = sky130hd
export DESIGN_NAME = regfile
export DESIGN_NICKNAME = regfile
export VERILOG_FILES = /design/flow/design.v
export SDC_FILE = /design/flow/constraint.sdc
export NUM_CORES = 4
export LEC_CHECK = 1
export CORE_UTILIZATION = 50

===== /design/flow/constraint.sdc =====
current_design regfile

set clk_period 1.1
set clk_io_pct 0.2

create_clock -name clk0 -period $clk_period [get_ports {clk}]

set non_clock_inputs [all_inputs -no_clocks]
set_input_delay [expr $clk_period * $clk_io_pct] -clock clk0 $non_clock_inputs
set_output_delay [expr $clk_period * $clk_io_pct] -clock clk0 [all_outputs]

===== /design/flow/design.v =====
`timescale 1ns / 1ps
module regfile(rst, clk, wr_en, rd0_addr, rd1_addr, wr_addr, wr_data, rd0_data, rd1_data);
    input logic rst, clk, wr_en;
    input logic [2:0] rd0_addr;
    input logic [2:0] rd1_addr;
    input logic [2:0] wr_addr;
    input logic [15:0] wr_data;
    output logic [15:0] rd1_data;
    output logic [15:0] rd0_data;
    logic [15:0] REG [0:7];
    always @(posedge clk) begin
        rd0_data=REG[rd0_addr];
        rd1_data=REG[rd1_addr];
    end
    always_ff @(posedge clk or posedge rst) begin
        if (rst == 1'b1) begin 
            for (int i = 0; i < 7; i = i + 1) 
                REG[i]=1'b0;
        end 
        else if (wr_en == 1) begin
            REG[wr_addr] <= wr_data;
        end
    end 
endmodule

===== /design/flow/run.sh =====
#!/bin/bash
# OpenROAD 26Q1-2900-gdf79404cd8, Yosys 0.63+post, stock flow scripts
make -C /OpenROAD-flow-scripts/flow DESIGN_CONFIG=/design/flow/config.mk WORK_HOME=/design/flow/orfs finish

==> job_summary.md <==
## Implementation flow summary

| Metric | Value |
|---|---|
| Number of input and output port buffers inserted | `approximately 59` |
| Horizontal extent of the die | `approximately 130 um` |
| Pin slew with the least headroom to its limit | `~0.43 ns` |
| OpenROAD warning count | `28` |
| Final routed DRC violation total | `0` |
| Source-to-sink clock delay at the later pin of the worst-skew pair | `about 0.43 ns` |
| Proportion of synthesized chip area in sequential cells | `51.7%` |
| Biggest area consumer among synthesized cells | `dfrtp_1` |
| Boundary pin count | `about 60` |
| Fraction of the cycle the final worst path needs | `115%` |
| Post-route worst setup slack | `-0.164 ns` |
| Endpoint arrival time on the critical path | `1.58 ns` |
| Dominant register cell | `dfrtp_1` |
| Area of the die | `between 15000 and 20000 sq um` |
| Post-layout minimum cycle time | `between 1 and 1.5 ns` |
| Power density over cell area | `1720 nW/um^2` |
| Largest net degree at the start of global routing | `39` |
| Startpoint-to-endpoint class of the critical path | `reg2reg` |
| Async set or reset register ratio after synthesis | `a little over two thirds` |
| Violated checks | `negative setup slack` |
| Total power after layout | `0.0183 W` |
| Routed wire length | `21.9 mm` |
| Relative slew slack | `a little under three quarters` |
| Initial antenna violation count | `0` |
| Average vias per placed instance | `about 6.0` |
| Peak VDD IR | `between 0.001 and 0.0015 V` |
| Wirelength per Cell | `22.2 um` |
| Routability congestion estimate from global placement | `around 0.84` |
| Distinct lib cells used | `38` |
| Number of CTS-inserted buffers | `17` |
| Height of the die | `125 um` |
| Estimated wirelength of the detail-placed design | `~13 mm` |
| Yosys-reported design area after synthesis | `7590 sq um` |
| Fraction of layout instances using a drive strength above 1 | `about half` |
| Area of the core | `~15000 sq um` |
| Worst setup SP type | `flip-flop` |
| Hold/Removal Path Class | `in2reg` |
| First-pass GRT wire length | `approximately 34 mm` |
| Hold slack | `0.289 ns` |
| DRC violation total after the first TritonRoute iteration | `approximately 350` |
| Final ANT Viol Nets | `0` |
| Count of synthesis-stage warnings from yosys | `2` |
| Placement-stage worst setup slack | `-0.742 ns` |
| Static leakage | `roughly 4.8 nW` |
| Ys cells | `between 600 and 700` |
| Number of failing setup endpoints in the final timing report | `27` |
| Synth Cell Area | `7590 sq um` |
| Outcome | `finished, violations left` |
| CTS Root Cell | `clkbuf_16` |
| Global router's overall resource usage | `between 30% and 40%` |
| Final hold vios | `0` |
| Area growth from synthesis to final layout | `40.5%` |
| Number of search-and-repair iterations in the first detailed-routing pass | `6` |
| Routed via count | `roughly 6000` |
| Starting density of the core | `approximately half` |
| Number of instances in the synthesized netlist | `around 630` |
| H-tree Lvls | `4` |
| Vias in the first global route | `roughly 6000` |
| Kind of end point of the critical path | `flip-flop` |
| Number of max-cap violations | `0` |
| Clock tree from TritonCTS | `built` |
| Skew final | `0.00876 ns` |
| Average cell area after synthesis | `12.1 sq um` |
| Number of flops mapped to enable cells by yosys | `16` |
| Max-slew violation count | `0` |
| Sum of negative setup slack | `-1.35 ns` |
| Register clock-pin slew on the reported worst setup and hold paths | `0.06 ns` |
| ANT cells | `0` |
| Achievable frequency | `about 790 MHz` |
| Main area contributors | `dfrtp_1 (37%), mux2_2 (15%), dfxtp_1 (8.4%), edfxtp_1 (6.3%), mux2i_1 (4.2%)` |
| Post-synthesis sequential element count | `between 150 and 200` |
| Critical path fanouts, max | `2` |
| Data required time at the worst endpoint | `1.41 ns` |
| Standard-cell rows | `between 40 and 50` |
| Count of hold buffers inserted by post-cts repair | `0` |
| Sinks on Clock Net | `160` |
| Fraction of post-synthesis cell area in the top cell type by area | `between 30% and 40%` |
| Setup repair after global routing missed its margin | `true` |
| Residual overflow from global routing | `0` |
| Clock Path Buffers | `2` |
==> per-stage QoR <==
step | instance area (sq um) | std cells | util (%)
after floorplan | 8020 | 629 | -
after global placement | 9320 | 917 | 63.6
after detailed placement | 9320 | 917 | 63.6
after CTS | 10300 | 975 | 70.2
after global routing | 10700 | 990 | 72.8
final | 10700 | 990 | 72.8
==> where the power goes <==
part	internal, W	total (W)	switching [W]
Clock	0.00382	0.00617	0.00234
Sequential	0.00710	0.00783	0.000728
Combinational	0.00259	0.00430	0.00171
==> cells in the mapped netlist (4+ instances only) <==
library cell    n
nand2b_1       16
buf_1           5
a21oi_1        27
nand2_1        23
a221oi_1       33
clkbuf_1       14
o22a_1         12
a311oi_1       12
dfxtp_1        32
o2bb2ai_1      17
nor2b_1        14
nor2_1         38
mux2_4         10
inv_1          20
buf_4           7
o21ai_0        18
a22oi_1        12
dfrtp_1       112
edfxtp_1       16
buf_2          23
mux4_2          4
mux2i_1        32
a21o_1         12
mux2_2         99
==> logic make-up after synthesis <==
group	synth area share, %
multiplexers	22.1
AND/OR/NAND/NOR	7.44
AND-OR/OR-AND	14.3
buffers and inverters	4.44
flip-flops	51.7
==> routing by layer <==
layer | track usage [%] | wire (um) | share of wire [%]
met1 | 47.8 | 9790 | 45
met2 | 45.8 | 10100 | 46
met3 | 7.59 | 1520 | 6.9
met4 | 5.88 | 541 | 2.5
met5 | 0 | 0 | 0
==> cell type report <==
cell class	instances	area (sq um)
flip-flops and latches	160	3940
repair buffers	195	1840
clock buffers	23	489
fillers	985	3980
clock inverters	9	131
inverters	20	78.8
multi-input cells	399	3950
well taps	184	230
==> worst paths after layout <==
check	from	endpoint	slack, ns	cells past startpoint
max	REG[7][14]$_DFFE_PP_	rd1_data[14]$_DFF_P_	-0.16	2
min in group asynchronous	rst	REG[6][8]$_DFFE_PP0P_	0.41	4
min reg2reg	REG[4][0]$_DFFE_PP0P_	REG[4][0]$_DFFE_PP0P_	0.53	1
min	rd0_addr[2]	rd0_data[2]$_DFF_P_	0.29	3
max in group asynchronous	rst	REG[0][13]$_DFFE_PP0P_	0.43	4
max reg2reg	REG[7][14]$_DFFE_PP_	rd1_data[14]$_DFF_P_	-0.16	2
==> worst max-delay path: stages, from the launching register on <==
cell and delay, ns:
edfxtp_1 0.39, mux4_2 0.50, o221a_4 0.27
==> flip-flops by register name, summed over array words and instances (netlist names) <==
name / flops
REG: 128
rd0_data: 16
rd1_data: 16
==> what timing repair did <==
item                                    CTS  global route
buffers inserted                         21            14
resized                                 174            64
endpoints found under the setup margin  192            61
pin swaps                                46            29
gates cloned                              5             1
hold endpoints to repair                  0             0
==> layout by cell type (no fill, tap or decap), drive strengths merged <==
| cell | n |
|---|---|
| buf | 176 |
| dfrtp | 112 |
| mux2 | 109 |
| nor2 | 38 |
| a221oi | 33 |
| mux2i | 32 |
| dfxtp | 32 |
| a21oi | 27 |
| clkbuf | 23 |
| nand2 | 23 |
| inv | 19 |
| o21ai | 18 |
| clkdlybuf4s50 | 17 |
| nand2b | 17 |
| o2bb2ai | 17 |
| edfxtp | 16 |
| nor2b | 14 |
| a21o | 12 |
| a22oi | 12 |
| o22a | 12 |
| a311oi | 12 |
| mux4 | 4 |
| clkinvlp | 4 |
| nor3 | 3 |
| and2 | 3 |
| bufinv | 3 |
| nor3b | 3 |
| clkinv | 3 |
| nand4b | 2 |
| o211ai | 2 |
| dlygate4sd2 | 2 |
| or3 | 2 |
| or2 | 1 |
| o221a | 1 |
| and2b | 1 |
| a211oi | 1 |
Power figures rest on the tool's default switching activity, not on a simulated workload.
